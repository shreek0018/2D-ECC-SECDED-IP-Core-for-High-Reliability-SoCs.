<file path="design.v">
module Encoding(input [15:0]X, output [31:0] out );
  wire [4:1] a,b,c,d;
  wire [4:1] D , P; wire [2:1] Ca , Cb , Cc , Cd;
  assign a = {X[0],X[1],X[2],X[3]};
  assign b = {X[4],X[5],X[6],X[7]};
  assign c = {X[8],X[9],X[10],X[11]};
  assign d = {X[12],X[13],X[14],X[15]};
  assign D[1] = a[1]^b[2]^a[3]^b[4];
  assign D[2] = b[1]^a[2]^b[3]^a[4];
  assign D[3] = c[1]^d[2]^c[3]^d[4];
  assign D[4] = d[1]^c[2]^d[3]^c[4];
  assign P[1] = a[1]^b[1]^c[1]^d[1];
  assign P[2] = a[2]^b[2]^c[2]^d[2];
  assign P[3] = a[3]^b[3]^c[3]^d[3];
  assign P[4] = a[4]^b[4]^c[4]^d[4];
  assign Ca = {a[1]^a[3],a[2]^a[4]};
  assign Cb = {b[1]^b[3],b[2]^b[4]};
  assign Cc = {c[1]^c[3],c[2]^c[4]};
  assign Cd = {d[1]^d[3],d[2]^d[4]};
  assign out[15:0] = X[15:0];
  assign out[31:16] = {D[4],P[4],Cd,
                       D[3],P[3],Cc,
                       D[2],P[2],Cb,
                       D[1],P[1],Ca};
endmodule
</file>
<file path="run.sh">
#!/bin/bash
# OpenROAD 26Q1-2900-gdf79404cd8, Yosys 0.63+post, stock flow scripts
make -C /OpenROAD-flow-scripts/flow DESIGN_CONFIG=/design/flow/config.mk WORK_HOME=/design/flow/orfs finish
</file>
<file path="config.mk">
export PLATFORM = sky130hd
export DESIGN_NAME = Encoding
export DESIGN_NICKNAME = Encoding
export VERILOG_FILES = /design/flow/design.v
export SDC_FILE = /design/flow/constraint.sdc
export NUM_CORES = 4
export LEC_CHECK = 1
export CORE_AREA = 10 10 70 70
export DIE_AREA = 0 0 80 80
</file>
<file path="constraint.sdc">
current_design Encoding

set clk_period 1.0
set clk_io_pct 0.2

create_clock -name clk0 -period $clk_period

set non_clock_inputs [all_inputs -no_clocks]
set_input_delay [expr $clk_period * $clk_io_pct] -clock clk0 $non_clock_inputs
set_output_delay [expr $clk_period * $clk_io_pct] -clock clk0 [all_outputs]
</file>
==> metrics.csv <==
stage;metric;value;unit
sta;Worst Tran Pin Value;153.6;ps
finish;register area;0;um2
sta;Final setup violation count;7;
drt;Routed Antenna Nets;0;
sta;fin. max-slew vios;0;
run;max_cap viols;0;
drt;Residual DRC;0;
finish;fillers;347;
die;IO Pins;48;
global_route;largest net degree at the start of global routing;4;
power_and_ir_drop;Clock Power Share;0;%
worst_setup_path;cell breakdown of the critical path;buf_8 -> xor2_2 -> buf_4 -> xor2_1 -> buf_2;
die;Die H;80;um
placement;number of port buffers;48;
power_and_ir_drop;Switching Power;0.1629;mW
drt;diodes inserted;0;
sta;period utilization;107.8;%
worst_setup_path;CP Launch Type;input pin;
outcome;status;finished, violations left;
drt;total number of vias;423;
worst_setup_path;Slowest cell on crit path;xor2_2;
die;Die Area;6400;um2
sta;RSZ-0062 raised after global routing;yes;
drt;Total Routed Length;1571;um
power_and_ir_drop;cell-internal power;0.3831;mW
yosys;# Cells Yosys;40;
yosys;Netlist cell types;3;
drt;met2 wire length;830;um
worst_setup_path;CP arrival;880;ps
yosys;YS chip area;330.3;um2
placement;gpl congestion;0.6428;
worst_setup_path;CP endpoint kind;output pin;
power_and_ir_drop;Seq pwr share;0;%
power_and_ir_drop;LEAKAGE;0.5163;nW
drt;max layer used;met3;
die;std cell rows;21;
yosys;Avg Cell Area, Syn;8.258;um2
die;floorplan core density;9.670;%
drt;wire length on met1;579;um
die;Core ar.;3416;um2
yosys;Syn Inst Count;40;
worst_setup_path;crit path launch;X[10];
drt;Iteration-0 DRC Markers;0;
placement;HPWL after DPL;1410;um
sta;Final Hold Viols;0;
cts;CTS Hold Bufs;0;
worst_setup_path;CP max stage delay;170;ps
drt;1st-pass router iterations;1;
finish;Area growth syn-to-layout;230.3;%
worst_setup_path;worst setup path class;input pin to output pin;
yosys;Syn Std Cell Area;330.3;um2
drt;met3 wire length;161;um
worst_setup_path;critical path required time;800;ps
hold_path;hold path start;X[6];
sta;final setup margin;-77.59;ps
sta;Final min period;1078;ps
placement;pre-CTS setup slack;-887.8;ps
yosys;cell taking the most area after synthesis;xor2_1;
yosys;Top-area cell share;42.42;%
global_route;first-pass GRT wire length;2456;um
finish;layout cells sized above 1;67.02;%
yosys;Post-synth area hogs;xor2_1 (42%), buf_4 (36%), xnor2_1 (21%);
yosys;register share after synthesis;0;%
worst_setup_path;largest fanout on the critical path;3;
run;tally of OpenROAD warnings;34;
finish;final core occ;31.94;%
finish;CLK BUF;0;
global_route;antenna violations before repair;0;
power_and_ir_drop;PD cells;500.4;nW/um2
global_route;grt total ovfl;0;
power_and_ir_drop;Power Total;0.5459;mW
finish;Flops;0;
power_and_ir_drop;Sw Share;29.83;%
power_and_ir_drop;Logic pwr share;100.0;%
sta;Max-slew headroom;89.72;%
drt;Avg WL per Cell;11.22;um
sta;FMAX;0.9280;GHz
power_and_ir_drop;Peak VDD IR;0.1690;mV
yosys;yosys warns;0;
drt;vias per cell;3.021;
hold_path;Worst Hold Class;input pin to output pin;
die;Chip Width;80;um
outcome;failing checks;negative setup slack;
global_route;number of global-route vias before repair;509;
global_route;gr usage total;4.609;%
timing repair:
| action | 4_1_cts | 5_1_grt |
|---|---|---|
| endpoints found under the setup margin | 32 | 10 |
| buffers inserted | 11 | 2 |
| gates cloned | 0 | 0 |
| gates resized | 169 | 13 |
| pin swaps | 24 | 4 |
path summary, 6_finish.rpt:
path | end | slack, ps | cells past startpoint
max | out[31] | -80 | 5
min | out[6] | 610 | 2
power by group through the flow:
stage	Clock (mW)	Sequential, mW	Combinational (mW)
6_report	0	0	0.546
5_1_grt	0	0	0.599
4_1_cts	0	0	0.531
per-stage QoR:
step                std cells  area, um2  setup TNS, ps  hold WS [ps]
floorplan                  40      330.3              0         447.2
global placement          128      823.3         -19570          1305
detailed placement        128      823.3         -19840          1309
CTS                       138       1023         -312.8         760.3
global route              140       1091         -637.6         630.0
finish                    140       1091         -282.9         612.9
final cells by class:
cell class / count / area (um2) / area share, %
multi-input combinational: 24 / 345.3 / 31.65
tap: 46 / 57.56 / 5.275
timing repair buffer: 70 / 688.2 / 63.07
routing by layer:
metal,up-vias,global-route usage (%)
met2,24,8.828
met3,0,1.705
met1,196,4.926
li1,203,-
met4,0,0
met5,-,0
cells in the mapped netlist, drive strengths merged:
cell and number:
buf 16, xor2 16, xnor2 8
worst max-delay path, delay by kind of cell:
kind	cells	cell delay (ps)
buf+inv	3	360
xor+xnor	2	320
placed cells by master (no fill, tap or decap), types with 5 or more instances in the layout:
cell type,synthesis,final
buf_2,0,8
clkdlybuf4s50_1,0,5
xor2_2,0,9
dlygate4sd2_1,0,10
xor2_1,16,5
buf_4,16,13
clkdlybuf4s15_1,0,5
buf_8,0,9
buf_6,0,18
kinds of logic after synthesis:
group / Yosys count / synth area share [%]
xor gates and xnor gates: 24 / 63.64
buffers and inverters: 16 / 36.37
No activity file was given, so power comes from the tool's default toggle rates.
